`design.v`:
```
`timescale 1ns / 1ps
module ALU(
    output [7:0] data_bus,
    input [7:0] regA,
    input [7:0] regB,
    input enable_ouput,
    input AddSub
    );
    assign data_bus = (enable_ouput) ? ((AddSub) ? (regA - regB) : (regA + regB)) : 8'bzzzz_zzzz;
endmodule
`timescale 1ns / 1ps
module Accumulator(
    input   Clock,
    inout   [7:0] data_bus,
    output  [7:0] alu_output,
    input   enable_input,
    input   enable_output
    );
    reg [7:0] register;
    initial 
    begin
        register <=8'b0000_0000;  
    end
    assign data_bus = (enable_output) ? register : 8'bzzzz_zzzz;
    assign alu_output = register;
    always @ (posedge Clock)
        begin  
            if (enable_input)
                register = data_bus;
        end
endmodule
`timescale 1ns / 1ps
module Clock(
    output SysClock,
    input ClockSelect,
    input MasterClock,
    input ManualClock,
    input Clear,
    input Halt,
    output LEDClock
    );
    reg creg = 1'b0;
    reg [24:0] ccnt = 25'd0;
    assign SysClock = ClockSelect ? (creg & ~Halt) : (ManualClock & ~Halt);
    assign LEDClock = SysClock;
    always @ (posedge MasterClock or posedge Clear)
    begin
        if (Clear)
        begin
            ccnt <= 0;
            creg <= 0;
        end
        else
        begin
            {ccnt, creg} <= (ccnt == 25'd9_999_999) ? {25'd0, ~creg} : { ccnt + 1'b1, creg};
        end
    end
endmodule
`timescale 1ns / 1ps
module ControllerSequence(
    input Clock,
    input Clear,
    input [3:0] opcode,
    output reg HLT,
    output reg CP,EP,
    output reg MI,
    output reg RO,
    output reg II, IO,
    output reg AI, AO,
    output reg SU, EU,
    output reg BI,
    output reg OI,
    output reg [2:0] T_State,
    output reg error_LED
    );
    parameter LDA = 4'b0001;
    parameter ADD = 4'b0010;
    parameter SUB = 4'b0011;
    parameter OUT = 4'b0100;
    parameter HALT = 4'b1111;
    typedef enum {T1, T2, T3, T4, T5, T6} statetype;  
    statetype state, nextstate;
    initial 
    begin
        HLT <= 1'b0;
        {CP,EP,MI,RO,II,IO,AI,AO,SU,EU,BI,OI}<=12'b0;
        state <= T1;
        T_State <= 3'd0;
        error_LED <= 0;
    end
    always @ (posedge Clock)
    begin
            state <= nextstate;
    end
    always @ (negedge Clock or posedge Clear)
    begin
        if(Clear)
        begin
            {HLT,CP,EP,MI,RO,II,IO,AI,AO,SU,EU,BI,OI}<=13'b0;
            nextstate <= T1;
            T_State <= 3'd0;
            error_LED <= 0;
        end            
        else
        begin
            error_LED <= 0;
            case (state)
                T1 : begin  
                        T_State <= 3'd1;
                        {CP,EP,MI,RO,II,IO,AI,AO,SU,EU,BI,OI}<=12'b1010_0000_0000;
                        nextstate <= T2;
                    end
                T2 : begin  
                        {CP,EP,MI,RO,II,IO,AI,AO,SU,EU,BI,OI}<=12'b0101_1000_0000;
                        T_State <= 3'd2;
                        nextstate <= T3;
                    end
                T3 : begin
                        T_State <= 3'd3;
                        case (opcode)
                            LDA, ADD, SUB : {CP,EP,MI,RO,II,IO,AI,AO,SU,EU,BI,OI} <= 12'b0010_0100_0000;  
                            OUT : {CP,EP,MI,RO,II,IO,AI,AO,SU,EU,BI,OI} <= 12'b0000_0001_0001;  
                            HALT : {HLT,CP,EP,MI,RO,II,IO,AI,AO,SU,EU,BI,OI} <= 13'b1_0000_0000_0000;  
                            default : error_LED <= 1;
                        endcase
                        nextstate <= T4;
                     end
                T4 : begin
                        T_State <= 3'd4;
                        case (opcode)
                            LDA : {CP,EP,MI,RO,II,IO,AI,AO,SU,EU,BI,OI}<=12'b0001_0010_0000;  
                            ADD, SUB : {CP,EP,MI,RO,II,IO,AI,AO,SU,EU,BI,OI}<=12'b0001_0000_0010;  
                            OUT : {CP,EP,MI,RO,II,IO,AI,AO,SU,EU,BI,OI}<=12'b0;  
                            HALT : HLT <=1;
                            default : error_LED <= 1;
                        endcase
                        nextstate <= T5;
                     end
                T5 : begin
                        T_State <= 3'd5;
                        case (opcode)
                            LDA,OUT : {CP,EP,MI,RO,II,IO,AI,AO,SU,EU,BI,OI}<=12'b0;  
                            ADD     : {CP,EP,MI,RO,II,IO,AI,AO,SU,EU,BI,OI}<=12'b0000_0010_0100;  
                            SUB     : {CP,EP,MI,RO,II,IO,AI,AO,SU,EU,BI,OI}<=12'b0000_0010_1100;  
                            HALT    : HLT <=1;
                            default : error_LED <= 1;
                        endcase
                        nextstate <= T1;
                     end
            endcase
        end    
    end
endmodule
`timescale 1ns / 1ps
module InstructionRegister(
    input Clock,
    input Clear,
    input enable_input,
    input enable_output,
    inout [7:0] data_bus,   
    output [3:0] controller
    );
    reg [7:0] register;
    initial 
    begin
        register <=8'b0000_0000;  
    end
    assign data_bus = (enable_output) ? (8'h0F & register) : 8'bzzzz_zzzz;  
    assign controller = register[7:4];  
    always @ (posedge Clock or posedge Clear)
    begin  
        if(Clear)
            register = 0;
        else if (enable_input)
            register = data_bus;
    end
endmodule
`timescale 1ns / 1ps
module MAR(
    input Clock,
    input enable_input,
    input enable_output,
    inout [7:0] data_bus
    );
    reg [3:0] ADDR;
    reg [7:0] ram [0:15];  
    parameter LDA = 4'b0001;
    parameter ADD = 4'b0010;
    parameter SUB = 4'b0011;
    parameter OUT = 4'b0100;
    parameter HALT = 4'b1111;
    initial 
    begin
        ADDR <=4'b0000;  
        ram[0]  <= {LDA,  4'd13};  
        ram[1]  <= {OUT,  4'd00};  
        ram[2]  <= {ADD,  4'd14};  
        ram[3]  <= {OUT,  4'd00};  
        ram[4]  <= {SUB,  4'd15};  
        ram[5]  <= {OUT,  4'd00};  
        ram[6]  <= {HALT, 4'd00};  
        ram[7]  <= 8'b0000_0000;  
        ram[8]  <= 8'b0000_0000;  
        ram[9]  <= 8'b0000_0000;  
        ram[10] <= 8'b0000_0000;  
        ram[11] <= 8'b0000_0000;  
        ram[12] <= 8'b0000_0000;  
        ram[13] <= 8'd8;  
        ram[14] <= 8'd5;  
        ram[15] <= 8'd4;  
    end
    assign data_bus = (enable_output) ? ram[ADDR]: 8'bzzzz_zzzz;
    always @ (posedge Clock)
        begin  
            if(enable_input)
                ADDR = data_bus[3:0];
        end
endmodule
`timescale 1ns / 1ps
module OutputRegister(
    input Clock,
    input [7:0] data_bus,
    input enable_input,
    output [7:0] out_display
    );
    reg [7:0] register;
    initial 
    begin
        register <= 8'd0;
    end
    assign out_display = register;
    always @ (posedge Clock)
    begin  
        if (enable_input)
            register = data_bus;
    end
endmodule
`timescale 1ns / 1ps
module ProgramCounter(
    input   Clock,
    input   Clear,
    input   enable_output,  
    input   enable_increment,  
    output  [7:0] databus,
    output  [3:0] PC_bus
    );
    reg [3:0] reg_pc;       
    initial 
    begin
        reg_pc <=4'b0000;  
    end
    assign databus = (enable_output) ? reg_pc : 8'bzzzz_zzzz;  
    assign PC_bus = reg_pc;  
    always @ (posedge Clock or posedge Clear)
    begin
        if(Clear)
            reg_pc = 0;  
        else if (enable_increment)  
            reg_pc = reg_pc+1;
    end
endmodule
`timescale 1ns / 1ps
module SAP1(
    input   ManualCLK,       
    input   CLK100MHZ,       
    input   CLK_SEL,         
    input   RST_BTN,         
    output  LED0,             
    output  LED1,             
    output [7:0] OUT_DISP,
    output [2:0] T_STATE,
    output [3:0] PC_BUS
);
    wire        CLK;
    wire [7:0]  BUS;
    wire        RST;
    wire        fHLT;
    wire        fCP;
    wire        fEP;
    wire        fMI;
    wire        fRO;
    wire        fII;
    wire        fIO;
    wire        fAI;
    wire        fAO;
    wire        fSU;
    wire        fEU;
    wire        fBI;
    wire        fOI;
    wire [7:0]  ALU_A;
    wire [7:0]  ALU_B;
    wire [3:0]  BUS_CTRL;
    assign RST = ~RST_BTN;
    Clock Clock(
        .SysClock(CLK),
        .ClockSelect(CLK_SEL),
        .MasterClock(CLK100MHZ),
        .ManualClock(ManualCLK),
        .Clear(RST),
        .Halt(fHLT),
        .LEDClock(LED0)
        );
    ProgramCounter PC(
        .Clock(CLK),
        .Clear(RST),
        .enable_output(fCP),
        .enable_increment(fEP),
        .databus(BUS),
        .PC_bus(PC_BUS)
        );
    Accumulator RegA(
        .Clock(CLK),
        .data_bus(BUS),
        .alu_output(ALU_A),
        .enable_input(fAI),
        .enable_output(fAO)
        );
    register RegB(
        .Clock(CLK),
        .data_bus(BUS),
        .alu_output(ALU_B),
        .enable_input(fBI)
        );
    ALU ALU(
        .data_bus(BUS),
        .regA(ALU_A),
        .regB(ALU_B),
        .enable_ouput(fEU),
        .AddSub(fSU)
        );
    MAR MAR(
        .Clock(CLK),
        .enable_input(fMI),
        .enable_output(fRO),
        .data_bus(BUS)
        );
    OutputRegister Output(
        .Clock(CLK),
        .data_bus(BUS),
        .enable_input(fOI),
        .out_display(OUT_DISP)
        );
    InstructionRegister IR(
        .Clock(CLK),
        .Clear(RST),
        .enable_input(fII),
        .enable_output(fIO),
        .data_bus(BUS),
        .controller(BUS_CTRL)
    );
    ControllerSequence Controller(
        .Clock(CLK),
        .Clear(RST),
        .opcode(BUS_CTRL),
        .HLT(fHLT),
        .CP(fCP),
        .EP(fEP),
        .MI(fMI),
        .RO(fRO),
        .II(fII),
        .IO(fIO),
        .AI(fAI),
        .AO(fAO),
        .SU(fSU),
        .EU(fEU),
        .BI(fBI),
        .OI(fOI),
        .T_State(T_STATE),
        .error_LED(LED1)
        );
endmodule
`timescale 1ns / 1ps
module register(
    input Clock,
    input [7:0] data_bus,
    output [7:0] alu_output,
    input enable_input
    );
    reg [7:0] register;
    initial 
    begin
        register <=8'b0000_0000;  
    end
    assign alu_output = register;
    always @ (posedge Clock)
        begin  
            if (enable_input)
                register = data_bus;
        end
endmodule
```
`run.sh`:
```
#!/bin/bash
# OpenROAD 26Q1-2900-gdf79404cd8, Yosys 0.63+post, stock flow scripts
make -C /OpenROAD-flow-scripts/flow DESIGN_CONFIG=/design/flow/config.mk WORK_HOME=/design/flow/orfs finish
```
`config.mk`:
```
export PLATFORM = sky130hd
export DESIGN_NAME = SAP1
export DESIGN_NICKNAME = SAP1
export VERILOG_FILES = /design/flow/design.v
export SDC_FILE = /design/flow/constraint.sdc
export NUM_CORES = 4
export LEC_CHECK = 1
export CORE_AREA = 10 10 112 112
export DIE_AREA = 0 0 122 122
```
`constraint.sdc`:
```
current_design SAP1

set clk_period 5.6
set clk_io_pct 0.2

create_clock -name clk0 -period $clk_period [get_ports {CLK100MHZ}]

set non_clock_inputs [all_inputs -no_clocks]
set_input_delay [expr $clk_period * $clk_io_pct] -clock clk0 $non_clock_inputs
set_output_delay [expr $clk_period * $clk_io_pct] -clock clk0 [all_outputs]
```
==> CHANGELOG.md <==
## Implementation

- Max_cap viols: 0
- Most numerous logic cell after layout: dfrtp_1
- Post-Synth Simple-Gate Area: 0.2313
- Clock Latency Late Sink: 0.27 ns
- Cell area after synthesis: between 1500 and 2000 um^2
- Setup Fix Bufs, Post-CTS: 0
- Initial antenna violation count: 0
- Outcome: finished, final reports clean
- Width of the die: 122 um
- Pleak: 0.0007806 uW
- Register pins left without a clock: 10
- Post-CTS sizing: 0
- Xor+xnor area frac: 0.1025
- Endpoints left unconstrained: 14
- CTS H-Tree Depth: 1
- Setup TNS: 0 ns
- Hold_buf cts: 0
- WS Path Type: in -> out
- Cell Int Power: around 260 uW
- Crit path cell chain: clkdlybuf4s50_1 -> mux2_2 -> clkdlybuf4s50_1
- Worst-Margin Slew: 0.6658 ns
- Die ar.: 14880 um^2
- Via/cell ratio: 3.664
- Hold Crit Start: Clock.creg
- RR Endpoint: Clock.ccnt[12]
- Ant diodes: 0
- Routed Wire Length: 3023 um
- Vias in the first global route: 1116
- CTS Buffer Depth: 2
- Hold Vio Cnt, Final: 0
- Largest net degree at the start of global routing: 34
- Yosys stat chip area: 1709 um^2
- Max Freq: ~280 MHz
- Most frequent cells in the layout: dfrtp_1, xnor2_1, nor2_1
- Antenna violation net count after detailed routing: 0
- Reg-to-reg slack, setup: 3.55 ns
- Global route overflow: 0
- Crit path max fanout: 11
- Syn Area/Cell: 10.62 um^2
- Critical Path Start Type: input pin
- Worst-path clk slew: 0.09 ns
- Core Util at FP: 0.1671
- Psw: 62.91 uW
- Worst vdd ir: just over 0.07 mV
- Tool Warnings: 25
- I/O Buffers: 8
- DP HPWL: 2230 um
- Synth-to-Final Area Change: 14.93%
- Final setup viols: 0
- Router iterations before antenna repair: 4
- Comb power frac: 0.029
- RSZ-0062 raised after global routing: false
- Post-synthesis cell count: 161
- Max-slew headroom: 0.5524
- Residual DRC: 0
- Routability Congestion: about 0.8
- First-pass GRT wire length: 5154 um
- Slew Limit Fails: 0
- Max incr delay on CP: 0.46 ns
- DR WL/cell: 9.847 um
- Synthesized registers: 36
- Core area: roughly 10000 um^2
- CTS buffer count: 3
- Compound Share, Synth: 0.04978
- Crit. End Element: output port
- Main logic family: simple AND/OR/NAND/NOR gates
- I/O pin count: 21
- # rows: 37
- Reg power frac: 0.597
- Depth of the most critical reg-to-reg path: 5
- Yosys cell count: ~160
- Skew final: 0.004433 ns
- Distinct lib cells: 39
- Adder share: 0.007321
- CP max-delay cell: clkdlybuf4s50_1
- Worst EP arrival: 2.45 ns
- Critical path required time: around 4.5 ns
- Share of layout cells above drive strength 1: 0.06433
- R2R Path Start: Clock.ccnt[7]
- P per Cell Area: between 150 and 200 nW/um^2
- YS warnings: 45
- Area fraction in mux cells: 0.01318
- Period utilization: 0.6374
- Sw Ratio: 0.1965
- Clock root cell: clkbuf_8
- Final Critical Period: around 3.6 ns
- Clock share of power: 0.373
- HP Class: reg -> reg
- Worst hold endpoint: Clock.creg
- GR Util All Layers: 0.04019
- Die height: approximately 120 um
- Most used cell along the critical path: clkdlybuf4s50_1
- Detailed-route via count: 1125
- Initial drt markers: 77
- Power Total: 320.1 uW
- CTS tree: done
- Synth Seq Share: 0.5183
- Hold Path Stages: 1
state kept, by name (all words and copies together) (netlist names):
name	cells
Clock.ccnt	25
Clock.creg	1
Controller.T_State	3
Controller.error_LED	1
Controller.nextstate	3
Controller.state	3
synth_stat cells, drive strengths merged:
library cell	n	area (um^2)
dfrtn	7	175.2
mux2	2	22.52
dfrtp	26	650.6
or4b	1	10.01
o22ai	1	6.260
nand2	6	22.52
xor2	5	43.79
ha	1	12.51
buf	14	102.6
clkbuf	1	3.750
nor2	14	52.55
o31ai	1	7.510
conb	1	3.750
nor3b	1	7.510
or3	1	6.260
xnor2	15	131.4
or4	1	11.26
nor3	3	15.01
a21o	1	7.510
and4	3	26.28
nand3	7	35.03
nand3b	1	7.510
nor4b	2	17.52
o21ai	5	25.02
nor4bb	1	10.01
and2	1	6.260
a2111oi	1	8.760
and3	3	18.77
a21oi	6	30.03
nand4	12	90.09
inv	6	22.52
nor2b	2	12.51
nand2b	1	6.260
nor4	4	31.28
dfxtp	3	60.06
nand4b	1	8.760
how the worst max path moves through the flow:
stage                 startpoint  endpoint  slack, ns  cells after the start
after CTS                CLK_SEL      LED0       2.01                      3
after global routing     CLK_SEL      LED0       1.99                      3
final                    CLK_SEL      LED0       2.03                      3
critical path: cells and delay by family:
kind / cells / cell delay (ns)
buffers and inverters: 2 / 0.90
multiplexers: 1 / 0.42
per-stage QoR:
step                cell area [um^2]  hold slack, ns    util  instances  setup WS (ns)
floorplan                       1750          0.4362       -        172          3.003
global placement                1909          0.4485  0.1866        303          2.026
detailed placement              1909          0.4626  0.1866        303          2.010
CTS                             1964          0.4749  0.1920        307          2.007
global route                    1964          0.4994  0.1920        307          1.990
finish                          1964          0.4767  0.1920        307          2.031
final cells by class:
cell class | instances | area, um^2
tap | 136 | 170.2
clock buffer | 4 | 55.05
fill | 1083 | 8267
timing repair buffer | 10 | 95.09
multi-input combinational | 115 | 735.7
inverter | 6 | 22.52
sequential | 36 | 885.9
cells by family after synthesis:
| kind of cell | count (synthesis) |
|---|---|
| simple gates | 65 |
| fa+ha+maj | 1 |
| buf+inv | 21 |
| other cells | 1 |
| flops | 36 |
| xor+xnor | 20 |
| mux | 2 |
| compound gates | 15 |
power groups by stage:
stage / combinational (uW) / clock (uW) / sequential [uW]
CTS: 10.6 / 123 / 191
global route: 11.5 / 133 / 191
finish: 9.44 / 120 / 191
layer usage:
layer,GRT usage,part of all wire
met5,0,0
met4,0.002235,0
met3,0.008451,0.043
met2,0.06595,0.46
met1,0.05611,0.49
Power figures rest on the tool's default switching activity, not on a simulated workload.
